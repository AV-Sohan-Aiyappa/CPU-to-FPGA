`/design/flow/design.v`:
```
module Register (
    input [15:0] in,
    input load,
    input clk,
    output [15:0] out
);
    genvar i;
    generate
        for (i = 0; i < 16; i = i + 1) begin : bits
            Bit b (.in(in[i]), .load(load), .clk(clk), .out(out[i]));
        end
    endgenerate
endmodule
module Bit (
    input in,
    input load,
    input clk,
    output reg out
);
    always @(posedge clk) begin
        if (load)
            out <= in;
    end
endmodule
```
`/design/flow/constraint.sdc`:
```
current_design Register

set clk_period 1.0
set clk_io_pct 0.2

create_clock -name clk0 -period $clk_period [get_ports {clk}]

set non_clock_inputs [all_inputs -no_clocks]
set_input_delay [expr $clk_period * $clk_io_pct] -clock clk0 $non_clock_inputs
set_output_delay [expr $clk_period * $clk_io_pct] -clock clk0 [all_outputs]
```
`/design/flow/config.mk`:
```
export PLATFORM = sky130hd
export DESIGN_NAME = Register
export DESIGN_NICKNAME = Register
export VERILOG_FILES = /design/flow/design.v
export SDC_FILE = /design/flow/constraint.sdc
export NUM_CORES = 4
export LEC_CHECK = 1
export CORE_AREA = 10 10 71 71
export DIE_AREA = 0 0 81 81
```
`/design/flow/run.sh`:
```
#!/bin/bash
# OpenROAD 26Q1-2900-gdf79404cd8, Yosys 0.63+post, stock flow scripts
make -C /OpenROAD-flow-scripts/flow DESIGN_CONFIG=/design/flow/config.mk WORK_HOME=/design/flow/orfs finish
```
==> COMMIT_EDITMSG <==
Log flow metrics for this revision

- The final report gives the core utilization as 0.235.
* Top Family by Delay on Critical Path: flip-flops
- The layout has 388 filler cells.
- The timing report gives the clock slew at the launch and capture registers of the worst setup and hold paths as 50 ps.
- Top cell area share: 0.800
* Setup-violating endpoint count in the final report: 0
* Final design instance area without fill: 852 um2
- Area overhead of the layout relative to synthesis: 41.9%
- Via total after detailed routing: 292
- The slowest stage of the critical path belongs to the cell sky130_fd_sc_hd__edfxtp_1.
- Power density of the placed cells: 1620 nW/um2
* Core ar.: 3630 um2
- The register with the most flip-flops in the layout has 16 of them.
- STA classifies the critical path endpoint as an output port.
* Post-Syn Area: 601 um2
- Multi-input gate area: 0 um2
* Share of final-layout standard cells stronger than drive strength 1: 0.377
- Counting the buffers created by CTS gives 3.
- Total Wirelength: 1.29 mm
* Top flop regs: bits.b.out: 16 flops
* Residual overflow from global routing: 0
- Maximum clock frequency: 1080 MHz
- Sum of negative setup slack: 0 ps
- 34 I/O pins were placed.
- For this run, the chip area from Yosys synthesis comes to 601 um2.
* Number of OpenROAD warnings: 26
- The max-slew check reports its worst relative slack as 0.928.
- Die extent in x: 81 um
- Class of the most critical hold timing path: in2reg
* Bufs and invs on worst path: 1
- Clock tree buffer depth: 2
- Number of vias per cell: 2.89
- Cell Chain, Critical Path: buf_2
- Counting flops and latches in the post-synthesis netlist gives 16.
* Clock tree from TritonCTS: done
- Area after detailed placement: 891 um2
- By instance count after routing, the leading logic cell type is sky130_fd_sc_hd__clkdlybuf4s50_1.
* Maximum number of pins on one net before global-route repair: 17
- Row generation in the floorplan step produced 22 rows.
- Vias in the first global route: 362
* Number of antenna-violating nets in the routed design: 0
- The routed design ends up with an antenna cell count of 0.
- CTS built an H-tree with a depth of 1.
- Per the Yosys statistics, synthesis produced 32 cells.
- Counting the warning lines in the Yosys log gives 1.
- Once iteration 0 of detailed routing completed, the report listed 3 DRC markers.
* Routed len/inst: 12.8 um
- GPL Wtd Cong: 0.639
* Chip area: 6560 um2
- The largest register by flop count is bits.b.out.
* Status: finished, final reports clean
- Counting every sink on the clock net gives 16.
- Launching element type of the critical path: register
- The longest incremental delay of any stage on the critical path is reported as 370 ps.
* Starting utilization of the core area: 0.165
- The initial antenna violation count came to 0.
* First-pass DRT Iterations: 2
* Number of different library cells in the post-synthesis netlist: 2
* Measured slew at the worst slew-check pin: 108 ps
- STA puts the critical path data required time at 800 ps.
- The worst setup path is of the reg2out kind.
- By instance count after routing, the leading logic cell types are sky130_fd_sc_hd__clkdlybuf4s50_1, sky130_fd_sc_hd__edfxtp_1, sky130_fd_sc_hd__buf_2.
* Wire length of the first global-routing pass: 1.79 mm
- Of the available clock period, the critical path in the final layout requires 0.927.
- Total Power: 1380 uW
- Final min period: 927 ps
- The vertical die dimension reported for this design is 81 um.
- Count of endpoints failing hold in the final timing report: 0
- Post-Syn Area per Cell: 18.8 um2
- The final design was reported to hold multi-input combinational gates totalling 0.
- Drc violations: 0
- sky130_fd_sc_hd__edfxtp_1 takes more of the synthesized area than any other cell.
- Per Yosys stat, the portion of area used by sequential elements is 0.800.
- Of all nets on the critical path, the largest fanout is 1.
* # Max-Cap Violations: 0
* Worst EP arrival: 730 ps
- Worst ir drop on vdd: 521 uV
* Cell area leaders: sky130_fd_sc_hd__edfxtp_1, sky130_fd_sc_hd__buf_4
* WHS: 513 ps
- Clk Tree Root Cell: sky130_fd_sc_hd__clkbuf_8
* Fin. max-slew vios: 0
* Static power due to leakage: 0.000318 uW
- Synthesis handed over a netlist of 32 instances.
- The global routing report lists combined usage of all routing layers as 0.0380.
* Count of buffers inserted at the top-level ports: 33
* RSZ-0062 raised after global routing: no
[Yosys cell counts]
master and instances:
sky130_fd_sc_hd__edfxtp_1 16, sky130_fd_sc_hd__buf_4 16
[layer usage]
metal  global-route usage  wire, um  up-vias
li1                     -         -      139
met1               0.0336       430      129
met2               0.0717       686       21
met3               0.0245       157        3
met4              0.00519        14        0
met5                    0         0        -
[area by class of cell]
class                   count  area, um2  area share
clock buffers               3       41.3      0.0485
flip-flops and latches     16        480       0.564
well taps                  48       60.1      0.0705
repair buffers             34        270       0.317
[power by group]
part | leakage (uW) | total [uW] | switching [uW] | internal, uW
Clock | 0.0000216 | 445 | 179 | 266
Sequential | 0.000157 | 809 | 11.9 | 797
Combinational | 0.000140 | 128 | 32.2 | 96.0
Total | 0.000318 | 1380 | 224 | 1160
[worst paths after layout]
check                startpoint                      end  cells past startpoint
min                       in[2]  bits[2].b.out$_DFFE_PP_                      1
max    bits[13].b.out$_DFFE_PP_                  out[13]                      1
[cell families after synthesis]
group / Yosys count / share of synthesized area
DFF: 16 / 0.800
buffers and inverters: 16 / 0.200
[through the flow]
stage	cells	setup WS, ps
final	101	73.1
after floorplan	32	346
after CTS	101	-14.9
after global routing	101	32.9
after detailed placement	98	-166
after global placement	98	-159
[timing repair]
item,4_1_cts,5_1_grt
buffers inserted,0,0
hold buffers,0,0
cloned,0,0
gates resized,43,5
setup endpoints to repair,16,5
Power figures rest on the tool's default switching activity, not on a simulated workload.
