File: /design/flow/design.v
module ALU (
    input [15:0] x, y,
    input zx, nx, zy, ny, f, no,
    output reg [15:0] out,
    output reg zr, ng
);
    wire [15:0] x1, x2, xFinal;
    wire [15:0] y1, y2, yFinal;
    wire [15:0] addOut, andOut, aluOut, aluOutNeg;
    wire or8a, or8b, orFinal;
    assign x1 = zx ? 16'b0 : x;
    assign x2 = ~x1;
    assign xFinal = nx ? x2 : x1;
    assign y1 = zy ? 16'b0 : y;
    assign y2 = ~y1;
    assign yFinal = ny ? y2 : y1;
    assign addOut = xFinal + yFinal;
    assign andOut = xFinal & yFinal;
    assign aluOut = f ? addOut : andOut;
    assign aluOutNeg = ~aluOut;
    always @(*) begin
        out = no ? aluOutNeg : aluOut;
        zr = (out == 16'b0) ? 1 : 0;
        ng = out[15]; 
    end
endmodule
File: /design/flow/run.sh
#!/bin/bash
# OpenROAD 26Q1-2900-gdf79404cd8, Yosys 0.63+post, stock flow scripts
make -C /OpenROAD-flow-scripts/flow DESIGN_CONFIG=/design/flow/config.mk WORK_HOME=/design/flow/orfs finish
File: /design/flow/config.mk
export PLATFORM = sky130hd
export DESIGN_NAME = ALU
export DESIGN_NICKNAME = ALU
export VERILOG_FILES = /design/flow/design.v
export SDC_FILE = /design/flow/constraint.sdc
export NUM_CORES = 4
export LEC_CHECK = 1
export CORE_AREA = 10 10 98 98
export DIE_AREA = 0 0 108 108
File: /design/flow/constraint.sdc
current_design ALU

set clk_period 8.6
set clk_io_pct 0.2

create_clock -name clk0 -period $clk_period

set non_clock_inputs [all_inputs -no_clocks]
set_input_delay [expr $clk_period * $clk_io_pct] -clock clk0 $non_clock_inputs
set_output_delay [expr $clk_period * $clk_io_pct] -clock clk0 [all_outputs]
==> flow_summary.yaml <==
# implementation run metrics
final_layout:
  layout.area.seq_um2: 0
  multiInputGateArea_um2: 1728
  finish.instance_area_um2: 2480
  clock_buffer_cells: 0
  syn_to_final_growth_pct: 35.38
  layout-drive-gt1-share_pct: 5.479
  num-fill-cells: 819
  final_util_pct: 32.43
  sequential_cell_total: 0
run_status:
  run_status: "complete, no violations"
placement:
  detailed_place_hpwl_mm: 4.436
  gpl.final_weighted_congestion: 0.8400
  placedInstanceArea_um2: 2480
  count_of_buffers_from_port_buffering: 56
pwr:
  worst_case_vdd_ir_drop_mv: 0.02481
  total_power_mw: 0.2684
  leakagePower_nw: 0.8974
  power-per-cell-area_nw_per_um2: 108.2
clock_tree:
  postCtsResizedCells: 0
  post_cts.repair.setup_buffers: 0
  cts_stage_hold_buffer_count: 0
timing:
  fin_setup_tns_ns: 0
  finalHoldWorstSlack_ns: 4.588
  slew-limit-headroom_pct: 68.75
  maxClockFrequency_mhz: 134.6
  finalWorstPathRequiredPeriod_ns: 7.427
  tightestPinTransition_ns: 0.4659
  rsz0062_at_grt: "no"
  final_clock_period_utilization_by_the_worst_path_pct: 86.36
  finalHoldViolations: 0
  slew_viol_final: 0
  finalSetupViolCount: 0
floorplanning:
  design.core.area_um2: 7647
  design.die.area_um2: 11660
  die_width_um: 108
  core.rowCount: 32
  fp_util_pct: 23.95
  die-height_um: 108
  num_io_pins: 56
grt:
  grt_first_pass_wirelength_mm: 8.328
  maximum_number_of_pins_on_one_net_before_global_route_repair: 24
  grt_usage_pct: 8.325
  residual_overflow_from_global_routing: 0
  grt_antenna_before_repair: 0
  grt_pass1_vias: 1683
logic_synthesis:
  yosys_cells: 246
  synth_cell_types: 49
  sequential_share_of_the_synthesized_area_pct: 0
  yosysMostFrequentCell: "sky130_fd_sc_hd__xnor2_1"
  synth_top_area_share_pct: 24.86
  synth.top_cells.by_count: "sky130_fd_sc_hd__xnor2_1, sky130_fd_sc_hd__nand2b_1, sky130_fd_sc_hd__ha_1"
  number_of_cells_produced_by_synthesis: 246
  synth_warnings: 1
  synth.avg_cell_area_um2: 7.446
  post_synth_top_area_cell: "sky130_fd_sc_hd__xnor2_1"
  topCellsByArea: "sky130_fd_sc_hd__xnor2_1, sky130_fd_sc_hd__nand2b_1, sky130_fd_sc_hd__ha_1"
  post_synth_instance_area_um2: 1832
  yosys-stat-area_um2: 1832
worst_setup_path:
  required_ns: 6.88
  critical_path_arrival_ns: 5.71
  worstSetupEndpointType: "output port"
  startpoint_type: "input pin"
  critical_path.max_fanout: 16
  path_class: "in -> out"
routing:
  drt_iter0_drc: 64
  routed_wire_length_per_instance_um: 12.63
  ant_diodes: 0
  antenna_violating_nets_post_route: 0
  router_iterations_before_antenna_repair: 4
  routed_wirelength_mm: 4.978
  drt_drc_violations_left: 0
  via_count: 1796
  dr_vias_cell: 4.558
job:
  warning_count: 32
  max_cap_viol_count: 0
worst_hold_path:
  hold_path.class: "in -> out"
-- stage by stage --
| step | cells | setup slack (ns) |
|---|---|---|
| after detailed placement | 394 | 1.129 |
| after global routing | 394 | 0.9005 |
| final | 394 | 1.173 |
| after floorplan | 246 | 2.096 |
| after global placement | 394 | 1.185 |
| after CTS | 394 | 1.130 |
-- cell type report --
class	instances	area share [%]
multi-input combinational	223	69.68
timing repair buffer	60	23.81
tap	102	5.146
inverter	9	1.362
-- placed cells by master, fill, tap and decap left out, types with 3 or more instances in the layout --
master                            instances
sky130_fd_sc_hd__clkdlybuf4s50_1         56
sky130_fd_sc_hd__xnor2_1                 52
sky130_fd_sc_hd__nand2b_1                36
sky130_fd_sc_hd__ha_1                    16
sky130_fd_sc_hd__nand2_1                 10
sky130_fd_sc_hd__a21oi_1                  9
sky130_fd_sc_hd__nor2_1                   9
sky130_fd_sc_hd__inv_1                    8
sky130_fd_sc_hd__mux2i_1                  8
sky130_fd_sc_hd__o21ai_0                  7
sky130_fd_sc_hd__nand3_1                  6
sky130_fd_sc_hd__a21o_1                   6
sky130_fd_sc_hd__o211ai_1                 6
sky130_fd_sc_hd__and2_1                   5
sky130_fd_sc_hd__a31oi_1                  5
sky130_fd_sc_hd__a211oi_1                 4
sky130_fd_sc_hd__buf_4                    4
sky130_fd_sc_hd__and3_1                   3
sky130_fd_sc_hd__o2bb2ai_1                3
sky130_fd_sc_hd__nand4_1                  3
sky130_fd_sc_hd__nor2b_1                  3
-- kinds of logic (layout without fill, tap and decap cells) --
kind of cell	count (synthesis)	count (layout)	synth area share, %
and+or+nand+nor	89	89	28.42
AOI/OAI and AO/OA	55	55	23.29
xor gates and xnor gates	52	52	24.86
buffers and inverters	23	69	5.669
adders and majority gates	17	17	12.02
muxes	10	10	5.738
-- where the power goes --
| part | switching (mW) | leakage, nW | internal [mW] |
|---|---|---|---|
| clock network | 0 | 0 | 0 |
| registers | 0 | 0 | 0 |
| logic | 0.122 | 0.897 | 0.146 |
| total | 0.122 | 0.897 | 0.146 |
-- final timing paths --
| kind | from | to | slack [ns] | cells after the start |
|---|---|---|---|---|
| worst min-delay path | no | out[13] | 4.59 | 4 |
| worst max-delay path | zy | zr | 1.17 | 14 |
-- routing by layer --
layer	routed length [µm]	up-vias	global-route usage, %	part of all wire [%]
met5	0	-	0	0
met4	0	0	0	0
met3	466	0	2.349	9.4
met2	1963	52	12.03	39
met1	2548	778	12.65	51
li1	-	966	-	-
-- worst max-delay path: stages --
cell and delay, ns:
sky130_fd_sc_hd__clkdlybuf4s50_1 0.61, sky130_fd_sc_hd__nand2b_1 0.26, sky130_fd_sc_hd__xnor2_1 0.13, sky130_fd_sc_hd__ha_1 0.24, sky130_fd_sc_hd__fa_1 0.44, sky130_fd_sc_hd__a21o_1 0.24
sky130_fd_sc_hd__a211oi_2 0.20, sky130_fd_sc_hd__a311o_2 0.26, sky130_fd_sc_hd__mux2i_1 0.22, sky130_fd_sc_hd__a211oi_2 0.06, sky130_fd_sc_hd__xnor2_1 0.15, sky130_fd_sc_hd__or4_1 0.54
sky130_fd_sc_hd__nor4_2 0.13, sky130_fd_sc_hd__clkdlybuf4s50_1 0.50
No activity file was given, so power comes from the tool's default toggle rates.
