--- flow/design.v ---
module Inc16(
    input [15:0] in,
    output reg [15:0] out
);
    always @(*) begin
        case (1'b1)
            1'b1: out = in + 1;
        endcase
    end
endmodule
--- flow/run.sh ---
#!/bin/bash
# OpenROAD 26Q1-2900-gdf79404cd8, Yosys 0.63+post, stock flow scripts
make -C /OpenROAD-flow-scripts/flow DESIGN_CONFIG=/design/flow/config.mk WORK_HOME=/design/flow/orfs finish
--- flow/config.mk ---
export PLATFORM = sky130hd
export DESIGN_NAME = Inc16
export DESIGN_NICKNAME = Inc16
export VERILOG_FILES = /design/flow/design.v
export SDC_FILE = /design/flow/constraint.sdc
export NUM_CORES = 4
export LEC_CHECK = 1
export CORE_AREA = 10 10 70 70
export DIE_AREA = 0 0 80 80
--- flow/constraint.sdc ---
current_design Inc16

set clk_period 4.5
set clk_io_pct 0.2

create_clock -name clk0 -period $clk_period

set non_clock_inputs [all_inputs -no_clocks]
set_input_delay [expr $clk_period * $clk_io_pct] -clock clk0 $non_clock_inputs
set_output_delay [expr $clk_period * $clk_io_pct] -clock clk0 [all_outputs]
==> impl_metrics.json <==
{
  "remaining_drc_errors": 0,
  "total_grt_usage_pct": 4.041,
  "drt_wl_total_um": 1372,
  "setup_viol": 0,
  "ir_drop_mv": 0.01455,
  "synth_cell_type_count": 13,
  "routedWlPerCell_um": 11.34,
  "post_route_antenna_net_violation_count": 0,
  "layout-area-overhead-vs-synth_pct": 126.9,
  "detailroute.via_count": 404,
  "ys_sh_xor_pct": 41.18,
  "critical-path-top-delay-family": "buffers and inverters",
  "worst_slack_on_hold_paths_ns": 2.733,
  "cp-end-kind": "output port",
  "cpMaxStageDelayCell": "sky130_fd_sc_hd__clkdlybuf4s50_1",
  "power.density_cell_area_mw_per_mm2": 73.58,
  "period_needed_ns": 3.771,
  "worst-endpoint-required_ns": 3.60,
  "antenna_found_initial": 0,
  "relSlewSlack_pct": 76.57,
  "rsz0062_at_grt": "false",
  "crit_type": "in -> out",
  "yosysCellCount": 43,
  "netlist_logic_family_top": "simple AND/OR/NAND/NOR gates",
  "design_power_total_mw": 0.04971,
  "first_global_vias": 413,
  "leakagePower_nw": 0.2376,
  "synth_compound_gate_area_share_pct": 0,
  "openroad.warnings": 32,
  "arrival_ns": 2.87,
  "start_kind": "input pin",
  "share_of_final_layout_standard_cells_stronger_than_drive_strength_1_pct": 4.000,
  "post-place-cells": 121,
  "synthMuxAreaShare_pct": 0,
  "drt_pre_antenna_iters": 4,
  "tightest_slew_ns": 0.3482,
  "crit_path_max_incr_delay_ns": 0.54,
  "die_y_um": 80,
  "register_area_um2": 0,
  "min_period_over_period_pct": 83.79,
  "synth-simple-area-share_pct": 49.58,
  "cts_repair_resize_count": 0,
  "rows": 21,
  "timing_max_transition_violations_final": 0,
  "avgSynthCellArea_um2": 6.925,
  "max_cap_viol_count": 0,
  "ys_area_um2": 297.8,
  "final-hold-violation-count": 0,
  "postSynthCellCount": 43,
  "warning_count_from_the_yosys_run": 1,
  "vias_per_cell": 3.339,
  "layout.clock_buffers": 0,
  "most-common-layout-cells": "32 x sky130_fd_sc_hd__clkdlybuf4s50_1, 9 x sky130_fd_sc_hd__xor2_1, 5 x sky130_fd_sc_hd__xnor2_1",
  "finalSetupTns_ns": 0,
  "first_iter_violations": 20,
  "floorplan.core_area_mm2": 0.003416,
  "outcome": "complete, no violations",
  "crit_path_max_fanout": 5,
  "floorplanUtilization_pct": 8.718,
  "dpl_cell_area_um2": 675.6,
  "layout_top_cell": "sky130_fd_sc_hd__clkdlybuf4s50_1",
  "min_path_type": "in -> out",
  "crit_chain": "clkdlybuf4s50_1 -> ha_1 -> nand4_1 -> nor4_1 -> xor2_1 -> clkdlybuf4s50_1",
  "num_io_pins": 32,
  "synth-seq-area-share_pct": 0,
  "synthesis.area_um2": 297.8,
  "gpl.final_weighted_congestion": 0.7454,
  "port-buffer-count": 32,
  "pin_count_of_the_biggest_net_entering_global_routing": 7,
  "fa_ha_area_share_pct": 4.202,
  "antenna_cells_inserted": 0,
  "grt_pass1_wl_um": 2076,
  "grt.overflow.total": 0,
  "critPathMostFrequentCell": "sky130_fd_sc_hd__clkdlybuf4s50_1",
  "max_freq_mhz": 265.2,
  "flop_count": 0,
  "detailed_place_hpwl_um": 1293,
  "fin_cells": 121,
  "finish.instance_area_um2": 675.6,
  "chip_area_mm2": 0.006400,
  "crit_buf_inv": 2,
  "post_cts_buffers": 0,
  "post_cts_hold_buffer_count": 0,
  "die.size.x_um": 80
}
-- Yosys cell counts --
library cell              number  area [µm²]
sky130_fd_sc_hd__nand3_1       4       20.02
sky130_fd_sc_hd__nor4_1        3       18.77
sky130_fd_sc_hd__nor2_1        3       11.26
sky130_fd_sc_hd__nand4_4       1       21.27
sky130_fd_sc_hd__ha_1          1       12.51
sky130_fd_sc_hd__xnor2_1       5       43.79
sky130_fd_sc_hd__nor3_1        4       20.02
sky130_fd_sc_hd__inv_1         4       15.01
sky130_fd_sc_hd__xor2_1        9       78.83
sky130_fd_sc_hd__nand2_1       4       15.01
sky130_fd_sc_hd__nand3_2       1       10.01
sky130_fd_sc_hd__nand4_1       3       18.77
sky130_fd_sc_hd__nor4_2        1       12.51
-- where the power goes --
part           total, mW  internal [mW]  switching, mW  leakage [nW]
registers              0              0              0             0
clock network          0              0              0             0
logic             0.0497         0.0331         0.0166         0.238
total             0.0497         0.0331         0.0166         0.238
-- path summary, 6_finish.rpt --
kind  slack (ns)      end  depth (start not counted)  startpoint
min         2.73  out[15]                          3      in[15]
max         0.73  out[12]                          6       in[0]
-- metal layers --
metal / global-route usage [%] / vias to the layer above / share of wire (%)
met2: 7.143 / 13 / 51
met3: 2.045 / 0 / 12
met4: 0 / 0 / 0
li1: - / 217 / -
met1: 4.483 / 174 / 38
met5: 0 / - / 0
-- stage by stage --
step	setup WS, ns	utilization [%]
final	0.7295	19.78
after floorplan	1.961	-
after global placement	0.7354	19.78
after CTS	0.6871	19.78
after global routing	0.5285	19.78
after detailed placement	0.6756	19.78
-- cells by family (layout without fill, tap and decap cells) --
group / after synthesis / count (layout)
simple gates: 24 / 24
xor+xnor: 14 / 14
buf+inv: 4 / 36
fa+ha+maj: 1 / 1
-- tightest hold or removal path, stage by stage --
cell and delay [ns]:
sky130_fd_sc_hd__clkdlybuf4s50_1 0.47, sky130_fd_sc_hd__xor2_1 0.06, sky130_fd_sc_hd__clkdlybuf4s50_1 0.40
-- cell type report --
type,count,area (µm²)
fill,391,2740
inverter,4,15.01
multi-input combinational,39,282.8
tap,46,57.56
timing repair buffer,32,320.3
Power is estimated from default activity; no workload was simulated.
